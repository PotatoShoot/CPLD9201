==> flow/design.v <==
module generate_en
#
(
    parameter INTERVAL_CNT = 250
)
(
    input   clk,
    input   rst_n,
    output reg en_o
);
reg [31:0] cnt;
always @ (posedge clk or negedge rst_n) 
begin 
    if (!rst_n) 
    begin
        cnt     <=  'd0;
        en_o    <=  'd0;
    end 
    else if (cnt >= INTERVAL_CNT - 1) 
    begin
        cnt     <=  'd0;
        en_o    <=  1'b1;
    end 
    else 
    begin
        cnt     <=  cnt + 32'd1;
        en_o    <=  1'b0;
    end
end
endmodule
==> flow/run.sh <==
#!/bin/bash
# OpenROAD 26Q1-2900-gdf79404cd8, Yosys 0.63+post, stock flow scripts
make -C /OpenROAD-flow-scripts/flow DESIGN_CONFIG=/design/flow/config.mk WORK_HOME=/design/flow/orfs finish
==> flow/config.mk <==
export PLATFORM = sky130hd
export DESIGN_NAME = generate_en
export DESIGN_NICKNAME = generate_en
export VERILOG_FILES = /design/flow/design.v
export SDC_FILE = /design/flow/constraint.sdc
export NUM_CORES = 4
export LEC_CHECK = 1
export CORE_AREA = 10 10 110 110
export DIE_AREA = 0 0 120 120
==> flow/constraint.sdc <==
current_design generate_en

set clk_period 2.0
set clk_io_pct 0.2

create_clock -name clk0 -period $clk_period [get_ports {clk}]

set non_clock_inputs [all_inputs -no_clocks]
set_input_delay [expr $clk_period * $clk_io_pct] -clock clk0 $non_clock_inputs
set_output_delay [expr $clk_period * $clk_io_pct] -clock clk0 [all_outputs]
==> out/qor.yml <==
job:
  warnings: 27
  drv_cap: 0
route:
  viasPerCell: 2.38
  dr_total_vias: 570
  wl_per_cell_um: 5.77
  drt_iter0_drc: 27
  ant_nets: 0
  routed_wl_um: 1390
  drcViolationCount: 0
  antenna_cells: 0
  dr.pass1.iters: 4
global_route:
  grt_max_degree: 34
  grt_pass1_vias: 574
  antenna_found_initial: 0
  grt-ovfl-total: 0
  grt_pass1_wl_um: 2590
  grt_usage: 0.0222
sta:
  slew_violations: 0
  finalSetupViolCount: 0
  layout_min_cycle_time_ns: 1.45
  hold_viol_final: 0
  fin_skew_ns: 0.00482
  setup_tns_ns: 0
  fmax_mhz: 688
  period_used_share: 0.727
  rsz0062_at_grt: "no"
synthesis:
  ys_area_mm2: 0.00112
  yosys-top-cells-area: "dfrtp_1, ha_1, nor4_2, nor3_1, xnor2_1"
  syn_area_per_cell_um2: 15.4
  synthFlopType: "dfrtp_1"
  ys_cells: 73
  largest_area_cell: "dfrtp_1"
  yosys.area.top_type_share: 0.735
  async_flop_share: 1.00
  synth-edff-count: 0
  ys_warn_count: 1
  synth.distinct_cells: 19
  synthesis.area_mm2: 0.00112
  postSynthSeqShare: 0.735
  synth_flop_count: 33
  syn_inst: 73
hold_path:
  hold_class: "input pin to asynchronous set/reset pin"
die:
  coreArea_mm2: 0.00977
  row_count: 36
  die-width_um: 120
  dieArea_mm2: 0.0144
  fp_util: 0.115
  io_pins: 3
  die.size.y_um: 120
clock_tree:
  cts_root_buf: "clkbuf_8"
  clkTransAtPathRegs_ns: 0.07
  post-cts-setup-buffers: 0
  h-tree-depth: 2
  cts_tree: "built"
  ctsHoldBuffers: 0
  clock_sinks: 33
  clk_latency_ns: 0.29
  cts_resized: 0
  cts_buffers: 5
  cts_buffer_depth: 2
setup_path:
  worstRegToRegCells: 4
  crit_path_cell_trace: "clkdlybuf4s50_1"
  r2r_end: "en_o$_DFF_PN0_"
  arrival_ns: 1.05
  reg2reg_slack_ns: 0.58
  cp-startpoint: "en_o$_DFF_PN0_"
  cpLargestDelayFamily: "buffers and inverters"
  crit_end: "en_o"
  crit_path_max_incr_delay_ns: 0.45
  start_kind: "flop"
  cp.depth: 1
  end_kind: "output pin"
  slowest_stage: "clkdlybuf4s50_1"
  crit_buf_inv: 1
  path_max_fanout: 1
  worst-setup-path-type: "flop to output pin"
  rr_startpoint: "cnt[8]$_DFF_PN0_"
  crit_required_ns: 1.60
status:
  status: "finished, final reports clean"
pwr:
  peakVddDrop_mv: 0.266
  p_leak_nw: 0.613
  p_per_area_mw_per_mm2: 883
cells_and_area:
  drive_gt1_frac: 0.140
  stdcell_count: 240
  fillers: 1066
  final_cell_area_mm2: 0.00152
  syn_to_final_growth_pct: 35.2
place:
  placed_cell_area_mm2: 0.00140
  dp_hpwl_um: 899
  gp_congestion: 0.746
  io_buffers: 2
  placed_cells: 232
## metal layers
metal / vias to the layer above / global-route usage / wire length, µm
met1: 266 / 0.0274 / 685
met2: 12 / 0.0296 / 511
met4: 0 / 0.00528 / 38
met3: 5 / 0.0176 / 149
li1: 287 / - / -
met5: - / 0 / 0
## Yosys cell counts (3+ instances only)
library cell / count
dfrtp_1: 33
nor3_1: 7
ha_1: 3
inv_1: 3
nand3_1: 3
nor2_1: 3
nor4_1: 3
nor4_2: 3
xnor2_1: 3
xor2_1: 3
## flip-flops by register name, summed over array words and instances, names as in the netlist
signal,flops
cnt,32
en_o,1
## kinds of logic after synthesis
logic type               share of synthesized area
AND/OR/NAND/NOR                              0.154
buffers and inverters                       0.0100
AND-OR/OR-AND                               0.0178
XOR/XNOR                                    0.0468
flip-flops                                   0.735
adder cells (fa/ha/maj)                     0.0334
other                                      0.00334
## worst min path at each step
stage	end	start
4_1_cts	cnt[22]$_DFF_PN0_	rst_n
5_1_grt	cnt[20]$_DFF_PN0_	rst_n
6_report	cnt[7]$_DFF_PN0_	rst_n
## cell type report
cell class	instances	area, µm²	share of cell area
Tap cell	133	166	0.110
Multi-Input combinational cell	60	373	0.245
Clock buffer	5	68.8	0.0453
Sequential cell	33	826	0.544
Clock inverter	3	46.3	0.0305
Timing Repair Buffer	3	27.5	0.0181
Inverter	3	11.3	0.00741
## cell usage in the layout (no fill, tap or decap), types with 5 or more instances in the layout
master,netlist,final
clkbuf_8,0,5
conb_1,1,24
dfrtp_1,33,33
nor3_1,7,7
## metrics by stage
step	hold WS [ns]	util	power [W]	setup slack, ns
4_1_cts	0.526	0.155	0.00136	0.528
5_1_grt	0.537	0.155	0.00140	0.424
3_5_place_dp	0.528	0.144	0.000738	0.598
3_3_place_gp	0.524	0.144	0.000737	0.565
2_1_floorplan	0.104	-	0.000718	0.737
6_report	0.511	0.155	0.00134	0.546
## where the power goes
group,internal (W),leakage (nW),total (W),switching [W]
clock,0.000372,0.0543,0.000617,0.000245
combinational,0.00000518,0.158,0.0000232,0.0000180
sequential,0.000692,0.400,0.000701,0.00000857
total,0.00107,0.613,0.00134,0.000271
No activity file was given, so power comes from the tool's default toggle rates.
